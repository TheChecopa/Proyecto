$ cat config.mk
export PLATFORM = sky130hd
export DESIGN_NAME = add1
export DESIGN_NICKNAME = add1
export VERILOG_FILES = /design/flow/design.v
export SDC_FILE = /design/flow/constraint.sdc
export NUM_CORES = 4
export LEC_CHECK = 1
export CORE_AREA = 10 10 75 75
export DIE_AREA = 0 0 85 85
$ cat constraint.sdc
current_design add1

set clk_period 5.5
set clk_io_pct 0.2

create_clock -name clk0 -period $clk_period

set non_clock_inputs [all_inputs -no_clocks]
set_input_delay [expr $clk_period * $clk_io_pct] -clock clk0 $non_clock_inputs
set_output_delay [expr $clk_period * $clk_io_pct] -clock clk0 [all_outputs]
$ cat design.v
module add1
(
	input [31:0] pc,
	output reg [31:0] salida
);
reg [31:0] cuatro;
initial 
begin
	cuatro <= +32'd4;
end
always @(*)
begin 
	salida <= pc + cuatro;
end
 endmodule 
$ cat run.sh
#!/bin/bash
# OpenROAD 26Q1-2900-gdf79404cd8, Yosys 0.63+post, stock flow scripts
make -C /OpenROAD-flow-scripts/flow DESIGN_CONFIG=/design/flow/config.mk WORK_HOME=/design/flow/orfs finish
==> changes_impl.md <==
### Physical design

- Drt first pass iters: 2
- CP Launch Point: pc[2]
- Status: finished, final reports clean
- Initial DRC count: 9
- Total die area: 7230 um^2
- Layout Utilization: 30.3%
- Via/cell ratio: 4.08
- Input/output buffers: 60
- Number of gates resized after cts: 0
- Post-synth area from yosys stat: 581 um^2
- WP data required: 4.40 ns
- Largest net degree at the start of global routing: 9
- Pleak: 0.423 nW
- Fillers: 427
- Max_cap viols: 0
- Synth Seq Share: 0%
- Core area: 4060 um^2
- Synth cell count leaders: 21 x xnor2_1, 10 x nand2_1, 10 x nand3_1
- Dpl cell area: 1230 um^2
- Hold_sp: pc[0]
- Pre-Place Util: 14.3%
- RSZ-0062 raised after global routing: no
- Count leader, synth: xnor2_1
- ANT nets after route: 0
- Grt total ovfl: 0
- Cells taking the most area after synthesis: xnor2_1 32%, xor2_1 11%, nand4_1 9.7%, nand3_1 8.6%, nor4_4 7.3%
- Die Wd: 85 um
- Power Density: 56.7 nW/um^2
- Yosys top cell area share: 31.7%
- Vias post-DR: 780
- Core Rows: 23
- Post-synth top area cell: xnor2_1
- Final WL: 2360 um
- Slew @ Worst Pin: 0.499 ns
- Final setup viols: 0
- Post-Synthesis Cells: 83
- PnR Total Power: 0.0696 mW
- Slew Limit Headroom: 66.5%
- Avg Cell Area, Syn: 6.99 um^2
- Number of cells in Yosys stat: 83
- Post-CTS Setup Repair Bufs: 0
- YS warnings: 1
- Die height: 85 um
- CP max FO: 8
- Vias in the first global route: 822
- Post-DP HPWL: 2120 um
- Area Overhead vs Synth: 112%
- Crit path launch type: primary input
- Worst Path Arrival: 3.33 ns
- Tool warnings: 32
- I/O pins: 64
- CP endpoint kind: output pin
- Antenna violations before repair: 0
- Final hold vios: 0
- Reg area: 0 um^2
- GPL Wtd Cong: 0.782
- Post-route cell area: 1230 um^2
- WHS: 2.20 ns
- Crit share post-route: 80.5%
- Worst vdd ir: 0.0230 mV
- Comb gate area: 558 um^2
- Layout cells sized above 1: 4.96%
- Post-layout min period: 4.43 ns
- Antenna cells: 0
- Fmax: 226 MHz
- CP Class: primary input to output pin
- CLK BUF: 0
- First-pass GRT wire length: 3880 um
- Setup TNS: 0 ns
- Mapped cell area: 581 um^2
- Post-cts hold buffer count: 0
- GRT Total Usage: 6.10%
- Hold Crit Class: primary input to output pin
- Final-report max-slew violation count: 0
- Flops: 0
- WL/cell: 12.4 um
- DRC: 0
- Synth cell types: 18
## logic make-up (layout without fill, tap and decap cells)
kind of cell  Yosys count  after routing  share of synthesized area, %
simple gates           50             50                          51.7
fa+ha+maj               1              1                          2.15
xor+xnor               28             28                          42.2
buf+inv                 4             62                          3.88
## where the power goes
group / switching (mW) / total, mW / internal (mW)
sequential: 0 / 0 / 0
combinational: 0.0213 / 0.0696 / 0.0483
clock: 0 / 0 / 0
total: 0.0213 / 0.0696 / 0.0483
## per-layer routing
metal  global-route usage [%]  up-vias  part of all wire, %  wire length (um)
li1                         -      407                    -                 -
met4                        0        0                    0                 0
met2                     10.3       30                   47              1120
met5                        0        -                    0                 0
met3                     2.89        0                   13               296
met1                     7.30      343                   40               946
## through the flow
| step | setup WS, ns | std cells |
|---|---|---|
| 3_5_place_dp | 1.03 | 191 |
| 3_3_place_gp | 1.07 | 191 |
| 4_1_cts | 1.02 | 191 |
| 5_1_grt | 0.886 | 191 |
| 6_report | 1.07 | 191 |
| 2_1_floorplan | 2.33 | 83 |
## worst max-delay path, cell delays in order
cell and delay, ns:
clkdlybuf4s50_1 0.52, ha_1 0.20, nand3_1 0.23, nor4_4 0.44, nand4_1 0.18, xnor2_1 0.17
clkdlybuf4s50_1 0.49
## cells in the final DEF (no fill, tap or decap), types with 2 or more instances in the layout
| cell | synthesis | layout |
|---|---|---|
| nor4_4 | 2 | 2 |
| inv_1 | 2 | 2 |
| xor2_1 | 7 | 7 |
| nand3_1 | 10 | 10 |
| xnor2_1 | 21 | 21 |
| nand4_1 | 9 | 9 |
| nand2_1 | 10 | 10 |
| clkdlybuf4s50_1 | 0 | 60 |
| or2_2 | 2 | 2 |
| nor3_1 | 3 | 3 |
| and3_1 | 2 | 2 |
| nor2_1 | 7 | 7 |
## worst paths after layout
path,end,slack [ns],depth (start not counted)
worst max-delay path,salida[28],1.07,7
worst min-delay path,salida[0],2.20,0
## area by class of cell
type	instances	area share (%)
Timing Repair Buffer	60	48.9
Tap cell	50	5.09
Inverter	2	0.611
Multi-Input combinational cell	79	45.4
No activity file was given, so power comes from the tool's default toggle rates.
