==> flow/design.v <==
module add2
(
	input [31:0] add1,
	input [31:0] shift,
	output reg [31:0] salida 
);
always @*
begin
	salida <= add1 + shift;
end
endmodule 
==> flow/run.sh <==
#!/bin/bash
# OpenROAD 26Q1-2900-gdf79404cd8, Yosys 0.63+post, stock flow scripts
make -C /OpenROAD-flow-scripts/flow DESIGN_CONFIG=/design/flow/config.mk WORK_HOME=/design/flow/orfs finish
==> flow/config.mk <==
export PLATFORM = sky130hd
export DESIGN_NAME = add2
export DESIGN_NICKNAME = add2
export VERILOG_FILES = /design/flow/design.v
export SDC_FILE = /design/flow/constraint.sdc
export NUM_CORES = 4
export LEC_CHECK = 1
export CORE_AREA = 10 10 107 107
export DIE_AREA = 0 0 117 117
==> flow/constraint.sdc <==
current_design add2

set clk_period 18.1
set clk_io_pct 0.2

create_clock -name clk0 -period $clk_period

set non_clock_inputs [all_inputs -no_clocks]
set_input_delay [expr $clk_period * $clk_io_pct] -clock clk0 $non_clock_inputs
set_output_delay [expr $clk_period * $clk_io_pct] -clock clk0 [all_outputs]
==> results.txt <==
run metrics: Top cell excl fill/tap=clkdlybuf4s50_1, DP HPWL=5.59 mm, gr usage total=8.75%, family with the most delay on the worst path=AND-OR/OR-AND gates, worst path cell trace=clkdlybuf4s50_1 -> ha_1 -> fa_1 -> a21o_1 -> a31o_2 -> nand3_1 -> o221ai_1 -> a311oi_1 -> o21bai_1 -> xor2_1 -> clkdlybuf4s50_1, IO Pins=96, Post-synth area hogs=ha_1, a21oi_1, a21o_1, Setup crit start kind=input port, Slowest-stage cell, CP=clkdlybuf4s50_1, crit-path most repeated cell=clkdlybuf4s50_1, endpoints failing setup=0, number of clock buffers in the layout=0, drt total wl=6.32 mm, Final Cell Area=2800 um2, post-synth cell types=50, DRT Pass-1 Iters=4, Layout area overhead=60.5%, Post-Synthesis Cells=241, Mapped Avg Cell Area=7.24 um2, most frequent cells in the layout=clkdlybuf4s50_1, ha_1, a21oi_1, tool warning count=32, worst-path fanout max=4, CP Class=in2out, Die Width=117 um, via density per instance=4.77, Fillers=964, DRC Markers=0, Leak=1.18 nW, cell taking the most area after synthesis=ha_1, Storage cell area=0 um2, Yosys Chip Area=1740 um2, VDD IR max=0.0000146 V, Slew Viols, Final=0, placed cell areas=2800 um2, Critical Path RT=14,480 ps, Max Freq=98.0 MHz, synth warn=1, Dominant cell area share=22.2%, RSZ-0062 raised after global routing=no, flip-flops=0, Max-Cap Viols=0, vias in the first global route=2,082, WP data arrival=6580 ps, fin crit period=10,200 ps, logic area=1680 um2, Crit path largest cell delay=490 ps, Final Hold Viols=0, largest net degree at the start of global routing=11, Slew @ Worst Pin=506 ps, post_cts resized=0, Min-Delay Path Class=in2out, DR iter-0 viols=102, Routability Congestion=0.825, Antenna Cells=0, hold buffers post-CTS=0, worst rel slew slack=65.4%, overall power=0.000108 W, first-pass GRT wire length=9.98 mm, cell total in the yosys stat output=241, die area=13,700 um2, layout cells sized above 1=3.07%, drt wl/cell=14.5 um, GR Overflow Total=0, core area=9200 um2, post-synthesis sequential area ratio=0%, die span in y=117 um, Setup Total Neg Slack=0 ps, Crit. End Element=output pin, WP buf/inv=2, num rows=35, status=finished clean, Mapped Area=1740 um2, DRT antenna net count=0, Post-CTS Setup Bufs=0, initial antenna violation count=0, P per Cell Area=38.7 nW/um2, via count=2,085, initial core utilization=19.0%, Port-buffer cells=96, Tcrit/Tclk final=56.4%
-- cell usage after synthesis (all sizes together) (2+ instances only) --
| library cell | n |
|---|---|
| ha | 31 |
| a21oi | 29 |
| a21o | 19 |
| nand2 | 18 |
| o21ai | 15 |
| xor2 | 15 |
| xnor2 | 13 |
| nor2 | 12 |
| nand3 | 10 |
| clkbuf | 8 |
| nand4 | 8 |
| inv | 6 |
| o21bai | 5 |
| nor3 | 4 |
| a211oi | 3 |
| a311oi | 3 |
| a31oi | 3 |
| buf | 3 |
| o211ai | 3 |
| or2 | 3 |
| mux2i | 2 |
| nand2b | 2 |
| o21a | 2 |
| o221ai | 2 |
| o311ai | 2 |
-- power by group --
part	leakage [nW]	internal, W	total, W	switching, W
sequential	0	0	0	0
combinational	1.18	0.0000645	0.000108	0.0000438
clock	0	0	0	0
total	1.18	0.0000645	0.000108	0.0000438
-- final timing paths --
path	startpoint	to	slack [ps]	depth (start not counted)
min	shift[0]	salida[0]	8270	3
max	add1[0]	salida[26]	7900	11
-- layer usage --
| layer | vias up | global-route usage [%] | wire length, um |
|---|---|---|---|
| li1 | 1091 | - | - |
| met1 | 936 | 11.0 | 2830 |
| met2 | 58 | 15.1 | 2870 |
| met3 | 0 | 2.89 | 609 |
| met4 | 0 | 0 | 0 |
| met5 | - | 0 | 0 |
-- stage by stage --
stage               cells  hold slack [ps]  util [%]  setup slack (ps)
global placement      437             8270      30.4              7880
detailed placement    437             8290      30.4              7850
floorplan             241             7310         -              9030
finish                437             8270      30.4              7900
CTS                   437             8280      30.4              7850
global route          437             8310      30.4              7670
-- logic make-up (layout without fill, tap and decap cells) --
| kind of cell | Yosys count | count (layout) | synth area share [%] |
|---|---|---|---|
| AOI/OAI and AO/OA | 97 | 97 | 39.3 |
| xor gates and xnor gates | 28 | 28 | 14.1 |
| adders and majority gates | 32 | 32 | 23.4 |
| buffers and inverters | 17 | 102 | 3.80 |
| muxes | 2 | 2 | 1.15 |
| and+or+nand+nor | 65 | 65 | 18.3 |
-- area by class of cell --
class / count / share of cell area (%)
well taps: 111 / 4.96
inverters: 6 / 0.804
repair buffers: 96 / 34.3
multi-input cells: 224 / 59.9
-- worst min-delay path, stage by stage --
cell             delay (ps)
clkdlybuf4s50_1         460
ha_1                    110
clkdlybuf4s50_1         460
Power is estimated from default activity; no workload was simulated.
