==> flow/design.v <==
module mux1
(
	input pcsrc,
	input [31:0] add1, add2,
	output reg [31:0] smux1
);
always @*
begin
	if (pcsrc == 1'b1)
		begin
			smux1 <= add2;
		end
	else
		begin
			smux1 <= add1;
		end
end
endmodule 
==> flow/run.sh <==
#!/bin/bash
# OpenROAD 26Q1-2900-gdf79404cd8, Yosys 0.63+post, stock flow scripts
make -C /OpenROAD-flow-scripts/flow DESIGN_CONFIG=/design/flow/config.mk WORK_HOME=/design/flow/orfs finish
==> flow/config.mk <==
export PLATFORM = sky130hd
export DESIGN_NAME = mux1
export DESIGN_NICKNAME = mux1
export VERILOG_FILES = /design/flow/design.v
export SDC_FILE = /design/flow/constraint.sdc
export NUM_CORES = 4
export LEC_CHECK = 1
export CORE_AREA = 10 10 71 71
export DIE_AREA = 0 0 81 81
==> flow/constraint.sdc <==
current_design mux1

set clk_period 1.0
set clk_io_pct 0.2

create_clock -name clk0 -period $clk_period

set non_clock_inputs [all_inputs -no_clocks]
set_input_delay [expr $clk_period * $clk_io_pct] -clock clk0 $non_clock_inputs
set_output_delay [expr $clk_period * $clk_io_pct] -clock clk0 [all_outputs]
==> deck_impl_summary.md <==
Synthesis and Place & Route Summary

Status
  – Outcome: complete, but fails checks
  – Failing checks: setup timing

Clock network
  – Setup Buffers After CTS: 0

Synth
  – Synthesis Warnings: 1
  – Mapped Cells: 36
  – Sequential area share after synthesis: 0%
  – Count of cell types in the netlist: 4
  – Syn Area/Cell: between 15 and 20 sq um
  – Syn Std Cell Area: roughly 540 sq um
  – Yosys chip area: 544.3 sq um
  – Ys cells: 36

Layout
  – Post-route cell area: about 1600 sq um
  – Synthesis-to-finish area growth: 192.6%
  – CLK BUF: 0
  – Sequential cell area: 0 sq um
  – Top Layout Cells: dlygate4sd2_1 (62), mux2_4 (32), buf_6 (23)
  – Final core occ: ~44%
  – Layout cell share with drive strength beyond 1: 52.94%
  – Flop count: 0
  – Final non-filler cell total: 184
  – FILL cells: 369
  – Most frequent logic cell in the layout: dlygate4sd2_1

Floorplanning
  – Die H: a little over 80 microns
  – Init Core Util: 14.98%
  – Core area: between 3000 and 4000 sq um
  – Die width: 81 microns
  – Chip Area: 6561 sq um
  – Num rows: 22
  – I/O Pins: 97

Worst setup path
  – Startpoint types: input pin
  – CP max FO: 8
  – CP arrival: 890 ps
  – Critical Path Sink Type: output port
  – CP Class: in2out
  – Worst Path Required: 800 ps

STA
  – F_max: around 920 MHz
  – Post-route setup slack: -90.77 ps
  – Final Cycle Share: 109.1%
  – Max-slew violations: 0
  – Setup violators final: 31
  – Final hold vios: 0
  – Min Clock Period, post-route: about 1100 ps
  – RSZ-0062 raised after global routing: yes
  – Rel. slew slack: between 90 and 100%
  – Measured slew at the worst slew-check pin: 110.5 ps

Global route
  – Initial antenna violation count: 0
  – GRT Total Usage: under 10%
  – First-pass GRT wire length: between 4000 and 5000 microns
  – Total gr overflow: 0
  – Largest net degree at the start of global routing: 9
  – Vias in the first global route: between 700 and 800

Power and ir drop
  – VDD IR-drop max: roughly 0.17 mV
  – Leakage: 0.8596 nW
  – P per Cell Area: ~400 nW/um^2

Route
  – Pre-antenna DRT Iters: 2
  – Vias per cell: about 3.8
  – Drt total wl: just under 3000 microns
  – Residual DRC count: 0
  – DRT antenna net count: 0
  – DRT iter0 DRCs: 7
  – Routed vias: between 700 and 800
  – Antenna cells: 0
  – DR WL/cell: roughly 16 microns

Placed design
  – HPWL Detailed: 2534 microns
  – Placed inst area: about 1500 sq um
  – Placed cells: about 180
  – Final Wtd Congestion: a little over 0.8
  – Buffers added on ports: between 90 and 100

Min path
  – Worst hold path class: in2out

Run
  – Tool Warnings: 34
  – Max Cap Violations: 0
## cells by family (layout without fill, tap and decap cells)
family   count (synthesis)  in the layout  share of synthesized area, %
buf+inv                  4            104                         13.10
mux                     32             32                         86.90
## final timing paths
check	start	slack, ps	to	depth (start not counted)
worst max-delay path	pcsrc	-90	smux1[25]	4
worst min-delay path	add2[29]	770	smux1[29]	3
## synth_stat cells
library cell / count / area (sq um)
mux2_4: 30 / 450.4
buf_12: 3 / 60.06
mux2_2: 2 / 22.52
buf_6: 1 / 11.26
## repair_timing
action                                  CTS  global route
cloned                                    4             0
hold buffers                              0             0
endpoints found under the setup margin   32            32
pin swaps                                 0             0
resized                                 185            11
## final cells by class
type / count / area (sq um) / area share (%)
Timing Repair Buffer: 104 / 1052 / 66.06
Multi-Input combinational cell: 32 / 480.5 / 30.16
Tap cell: 48 / 60.06 / 3.771
## where the power goes
group | switching [mW] | total, mW | internal, mW
clock network | 0 | 0 | 0
registers | 0 | 0 | 0
logic | 0.142 | 0.632 | 0.490
total | 0.142 | 0.632 | 0.490
## routing by layer
metal  vias up  routed length (microns)  track usage, %  share of wire, %
met1       315                     1107           9.483                38
met2        50                     1493           14.41                51
met4         0                        0               0                 0
met5         -                        0               0                 0
li1        341                        -               -                 -
met3         0                      347           3.229                12
## worst max-delay path, stage by stage
cell    delay, ps
buf_16        140
buf_16        140
mux2_4        300
buf_6         110
## per-stage QoR
step           total power [mW]  worst slack, ps  hold slack (ps)  setup TNS [ps]
5_1_grt                  0.6760           -112.8            792.2           -3156
4_1_cts                  0.6036           -96.25            775.5           -2744
2_1_floorplan            0.2063            66.90            497.7               0
3_5_place_dp             0.6624           -519.4             1201          -15940
6_report                 0.6320           -90.77            769.9           -2608
3_3_place_gp             0.6593           -520.8             1188          -15910
Power figures rest on the tool's default switching activity, not on a simulated workload.
